## design.v

```verilog
module clk_module #(parameter DIVIDER=12000000) (
    input           clk_in, 
    output          clk_out
);
    reg [31:0] counter;
    initial begin
        counter <= 0;
    end
    assign clk_out = counter < (DIVIDER / 2) ? 1 : 0;
    always @(posedge clk_in) begin
        counter <= counter + 1;
        if (counter >= DIVIDER) counter <= 0;
    end
endmodule
module pwm_module (
    input               clk, 
    input        [7:0]  value, 
    output              out
);
    reg [7:0] counter;
    assign out = counter < value ? 0 : 1;
    initial begin
        counter = 0;
    end
    always @(posedge clk) begin
        counter <= counter + 1;
    end
endmodule
module pwm (
    input           CLK, 
    output          LED_R, 
    output          LED_G, 
    output          LED_B
);
    parameter NUM_STEPS = 4;
    wire led_clk;
    wire pwm_clk;
    reg [7:0] value_r;
    reg [7:0] value_g;
    reg [7:0] value_b;
    reg [7:0] step;
    wire [23:0] value_single;
    reg [23:0] value [0:NUM_STEPS - 1];
    assign value_single = value[step];
    clk_module #(.DIVIDER(12000000)) clk_1_s (
        .clk_in(CLK), 
        .clk_out(led_clk)
    );
    clk_module #(.DIVIDER(1200)) clk_1_ms (
        .clk_in(CLK), 
        .clk_out(pwm_clk)
    );
    pwm_module pwmR (
        .clk(pwm_clk), 
        .value(value_single[23:16]),
        .out(LED_R)
    );
    pwm_module pwmG (
        .clk(pwm_clk), 
        .value(value_single[15:8]), 
        .out(LED_G)
    );
    pwm_module pwmB (
        .clk(pwm_clk), 
        .value(value_single[7:0]), 
        .out(LED_B)
    );
    initial begin
        step = 0;
        value[0] = 24'h000000;
        value[1] = 24'h050000;
        value[2] = 24'h000500;
        value[3] = 24'h000005;
    end
    always @(posedge led_clk) begin
        step = step + 1;
        if (step >= NUM_STEPS) step = 0;
    end
endmodule
```

## run.sh

```bash
#!/bin/bash
# OpenROAD 26Q1-2900-gdf79404cd8, Yosys 0.63+post, stock flow scripts
make -C /OpenROAD-flow-scripts/flow DESIGN_CONFIG=/design/flow/config.mk WORK_HOME=/design/flow/orfs finish
```

## config.mk

```make
export PLATFORM = sky130hd
export DESIGN_NAME = pwm
export DESIGN_NICKNAME = pwm
export VERILOG_FILES = /design/flow/design.v
export SDC_FILE = /design/flow/constraint.sdc
export NUM_CORES = 4
export LEC_CHECK = 1
export CORE_UTILIZATION = 40
```

## constraint.sdc

```tcl
current_design pwm

set clk_period 4.4
set clk_io_pct 0.2

create_clock -name clk0 -period $clk_period [get_ports {CLK}]

set non_clock_inputs [all_inputs -no_clocks]
set_input_delay [expr $clk_period * $clk_io_pct] -clock clk0 $non_clock_inputs
set_output_delay [expr $clk_period * $clk_io_pct] -clock clk0 [all_outputs]
```

==> results.py <==
# Physical implementation metrics
metrics = {
    "drt": {
        "drcViolationCount": 0,
        "route.vias.total": 2312,
        "first_pass_iters": 4,
        "drt-vias-per-instance": 4.671,
        "drtIter0Drc": 73,
        "antenna_left": 0,
        "diodes": 0,
        "routed_wirelength_um": 4773,
        "wl_per_cell_um": 9.642,
    },
    "cts": {
        "cts-hold-fix-buffers": 0,
        "root_buffer": "clkbuf_8",
        "numCtsBuffers": 9,
        "cts_resized": 0,
        "insertion_delay_ns": 0.34,
        "h-tree-depth": 3,
        "postCtsSetupBuffers": 0,
        "path_clk_slew_ns": 0.08,
        "cts_tree": "done",
        "clock_path_buffers": 2,
    },
    "power_and_ir_drop": {
        "p_per_area_nw_per_um2": 270.0,
        "p_leak_nw": 1.404,
        "peakVddDrop_mv": 0.1870,
    },
    "final_timing": {
        "rsz0062_at_grt": "no",
        "skew_ns": 0.01180,
        "fin_setup_tns_ns": 0,
        "unclocked_pins": 32,
        "worst_pin_slew_ns": 0.8376,
        "relSlewSlack_pct": 44.14,
        "min_period_over_period_pct": 42.83,
        "finalSetupViolations": 0,
        "timing_hold_violations_final": 0,
        "layout_min_cycle_time_ns": 1.884,
        "report.final.slew_viol_count": 0,
        "fmax_ghz": 0.5307,
        "untimed_endpoints": 29,
    },
    "die": {
        "chipArea_um2": 8942,
        "fp_util_pct": 41.50,
        "pin_count": 4,
        "die_width_um": 94.56,
        "rows": 33,
        "core_um2": 8258,
        "die_h_um": 94.56,
    },
    "setup_path": {
        "rr_worst_depth": 4,
        "rr_startpoint": "clk_1_s.counter[16]$_SDFF_PP0_",
        "crit_start": "clk_1_s.counter[16]$_SDFF_PP0_",
        "path_delay_family": "simple AND/OR/NAND/NOR gates",
        "required_ns": 4.65,
        "ff2ff_setup_slack_ns": 2.52,
        "worstSetupPathType": "flip-flop to flip-flop",
        "cp_slowest_cell": "or4_1",
        "cpPeakStageDelay_ns": 0.67,
        "crit_chain": "nand3_1 -> or4_1 -> or4_1 -> a21oi_1",
        "cp-endpoint": "clk_1_s.counter[21]$_SDFF_PP0_",
        "r2r_end": "clk_1_s.counter[21]$_SDFF_PP0_",
        "path_max_fanout": 9,
        "crit_top_cell": "or4_1",
        "worstPathBufferInverterCount": 0,
        "crit_cells": 4,
        "cp-start-kind": "flip-flop",
        "worstPathArrival_ns": 2.14,
        "crit_path_end_kind": "flip-flop",
    },
    "worst_hold_path": {
        "min_path_type": "flip-flop to flip-flop",
        "min_from": "clk_1_ms.counter[0]$_SDFF_PP0_",
    },
    "synthesis": {
        "top_area_share_pct": 56.08,
        "yosys_cells": 342,
        "synth-edff-count": 0,
        "ys_chip_area_um2": 3427,
        "async_flop_share_pct": 0,
        "ys_types": 33,
        "netlist_area_um2": 3427,
        "yosys.area.top_type": "dfxtp_1",
        "yosysWarnings": 4,
        "area_leaders": "dfxtp_1, xnor2_1, xor2_1",
        "netlist_instances": 342,
        "ys_seq_share_pct": 56.08,
        "synth-main-ff-cell": "dfxtp_1",
        "synth_area_per_cell_um2": 10.02,
        "ys.flops": 96,
    },
    "global_route": {
        "grtUsageTotal_pct": 11.97,
        "grt_pass1_wl_um": 8521,
        "grt_pass1_vias": 2060,
        "gr-total-overflow": 0,
        "grt_antenna_before_repair": 0,
        "grt_max_degree": 25,
    },
    "placed_design": {
        "dp_hpwl_um": 3461,
        "port_buffers": 3,
        "globalplace.congestion": 0.8460,
    },
    "run_status": {
        "status": "finished, final reports clean",
    },
    "cells_and_area": {
        "utilization_pct": 47.06,
        "final_layout_size_suffix_gt1_share_pct": 4.872,
        "syn_to_final_growth_pct": 13.40,
    },
    "flow_run": {
        "warnings": 27,
        "cap_violations": 0,
    },
}
## layout by cell type, fill, tap and decap left out, drive strengths merged, types with 3 or more instances in the layout
cell type / instances
nand4: 12
o31ai: 6
clkbuf: 10
clkdlybuf4s50: 3
a21oi: 14
dfxtp: 96
nand3: 26
nor3: 8
nor4: 13
nand2: 15
conb: 35
xor2: 16
clkinv: 4
and3: 6
ha: 11
xnor2: 23
o21ai: 7
or3: 6
and4: 6
nor2: 37
inv: 15
or4: 5
## where the power goes
| group | internal [mW] | switching (mW) |
|---|---|---|
| Sequential | 0.594 | 0.00341 |
| Clock | 0.221 | 0.226 |
| Combinational | 0.00105 | 0.00396 |
## flip-flops by register name (all words and copies together) (netlist names)
| register | count |
|---|---|
| pwmR.counter | 8 |
| step | 8 |
| clk_1_s.counter | 32 |
| clk_1_ms.counter | 32 |
| pwmG.counter | 8 |
| pwmB.counter | 8 |
## synth_stat cells, drive strengths merged, types with 8 or more instances
cell type and instances:
a21oi 14, dfxtp 96, ha 11, inv 14, nand2 15, nand3 26
nand4 12, nor2 37, nor3 8, nor4 13, xnor2 23, xor2 16
## worst register-to-register path: cells and delay by family, from the launching register on
| family | cells | cell delay [ns] |
|---|---|---|
| simple gates | 3 | 1.25 |
| flops | 1 | 0.40 |
| compound gates | 1 | 0.16 |
## layout make-up
type | instances | area (um^2)
tap | 105 | 131.4
clock buffer | 10 | 137.6
inverter | 14 | 52.55
timing repair buffer | 4 | 37.54
fill | 786 | 4372
clock inverter | 6 | 43.79
sequential | 96 | 1922
multi-input combinational | 260 | 1562
## layer usage
layer  vias to the layer above  share of wire, %  GRT usage, %
met2                        22                43         18.54
met1                      1020                52         18.38
met3                         9               2.8         2.124
met4                         0               2.1         2.273
met5                         -                 0             0
li1                       1261                 -             -
## kinds of logic (layout without fill, tap and decap cells)
family,Yosys count,after routing,share of synthesized area (%)
and+or+nand+nor,138,138,20.88
DFF,96,96,56.08
xor gates and xnor gates,39,39,9.967
AOI/OAI and AO/OA,37,37,6.718
buffers and inverters,20,34,2.227
adders and majority gates,11,11,4.016
other,1,35,0.1094
## worst min path at each step
stage / end / cells after the start
final: clk_1_ms.counter[0]$_SDFF_PP0_ / 1
after global routing: clk_1_ms.counter[0]$_SDFF_PP0_ / 1
after CTS: clk_1_ms.counter[0]$_SDFF_PP0_ / 1
## metrics by stage
step                instance area, um^2  power (mW)  hold WS [ns]  instances  setup slack, ns
floorplan                          3555      0.6140        0.4175        376            2.693
global placement                   3705      0.6152        0.4362        479            2.594
detailed placement                 3705      0.6162        0.4395        479            2.557
CTS                                3886       1.064        0.4545        495            2.536
global route                       3886       1.095        0.4862        495            2.397
finish                             3886       1.049        0.4512        495            2.516
No activity file was given, so power comes from the tool's default toggle rates.
