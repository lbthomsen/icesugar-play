--- design/flow/run.sh ---
#!/bin/bash
# OpenROAD 26Q1-2900-gdf79404cd8, Yosys 0.63+post, stock flow scripts
make -C /OpenROAD-flow-scripts/flow DESIGN_CONFIG=/design/flow/config.mk WORK_HOME=/design/flow/orfs finish
--- design/flow/constraint.sdc ---
current_design i2cpwm

set clk_period 4.6
set clk_io_pct 0.2

create_clock -name clk0 -period $clk_period [get_ports {clk}]

set non_clock_inputs [all_inputs -no_clocks]
set_input_delay [expr $clk_period * $clk_io_pct] -clock clk0 $non_clock_inputs
set_output_delay [expr $clk_period * $clk_io_pct] -clock clk0 [all_outputs]
--- design/flow/design.v ---
module clk_module #(parameter DIVIDER=12000000) (
    input           clk_in, 
    output          clk_out
);
    reg [31:0] counter;
    initial begin
        counter <= 0;
    end
    assign clk_out = counter < (DIVIDER / 2) ? 1 : 0;
    always @(posedge clk_in) begin
        counter <= counter + 1;
        if (counter >= DIVIDER) counter <= 0;
    end
endmodule
module i2c_slave_module (
  input wire clk,
  input wire rst,
  inout wire sda,
  output reg sda_out
);
  reg [7:0] data_reg;
  reg [2:0] state;
  parameter SLAVE_ADDRESS = 8'hA0;
  parameter IDLE = 3'b000;
  parameter ADDRESS_MATCH = 3'b001;
  parameter DATA_TRANSFER = 3'b010;
  parameter ACK = 3'b011;
  parameter CLK_COUNT = 8;
  parameter BIT_COUNT = 8;
  reg [7:0] clk_count;
  reg [2:0] bit_count;
  reg sda_ack;
  wire sda_internal;
  assign sda_internal = (state == ADDRESS_MATCH || state == DATA_TRANSFER) ? data_reg[bit_count] : 1'bz;
  always @(posedge clk) begin
    if (rst) begin
      sda_out <= 1'bz;
    end else begin
      sda_out <= sda_ack ? sda_internal : 1'bz;
    end
  end
  always @(posedge clk) begin
    if (rst) begin
      state <= IDLE;
      sda_ack <= 1'b0;
      clk_count <= 0;
      bit_count <= 0;
      data_reg <= 0;
    end else begin
      case (state)
        IDLE: begin
          if (~sda[0] && sda[1]) begin
            state <= ADDRESS_MATCH;
          end
        end
        ADDRESS_MATCH: begin
          if (clk_count == CLK_COUNT - 1) begin
            clk_count <= 0;
            if (sda[0]) begin
              state <= IDLE;
            end else begin
              if (sda[1:2] == SLAVE_ADDRESS) begin
                sda_ack <= 1'b1;
                state <= DATA_TRANSFER;
              end else begin
                state <= IDLE;
              end
            end
          end else begin
            clk_count <= clk_count + 1;
          end
        end
        DATA_TRANSFER: begin
          if (clk_count == CLK_COUNT - 1) begin
            clk_count <= 0;
            if (bit_count == BIT_COUNT - 1) begin
              state <= ACK;
            end else begin
              bit_count <= bit_count + 1;
            end
          end else begin
            clk_count <= clk_count + 1;
          end
        end
        ACK: begin
          if (clk_count == CLK_COUNT - 1) begin
            clk_count <= 0;
            if (~sda[0]) begin
              sda_ack <= 1'b1;
              if (bit_count == 0) begin
                state <= DATA_TRANSFER;
              end else begin
                state <= ACK;
              end
            end else begin
              sda_ack <= 1'b0;
              state <= IDLE;
            end
          end else begin
            clk_count <= clk_count + 1;
          end
        end
      endcase
    end
  end
endmodule
module i2cpwm (
    input           clk, 
    output [7:0]    leds,
    input           mosi, 
    output          miso, 
    input           sck, 
    input           cs, 
    inout           scl, 
    inout           sda
);
    wire led_clk;
    wire pwm_clk;
    reg [7:0] value[8];
    assign led = led_clk;
    initial begin
        value[0] = 1;
        value[1] = 20;
        value[2] = 40;
        value[3] = 60;
        value[4] = 80;
        value[5] = 100;
        value[6] = 200;
        value[7] = 255; 
    end
    clk_module #(.DIVIDER(12000000)) clk_1_s (
        .clk_in(clk), 
        .clk_out(led_clk)
    );
    clk_module #(.DIVIDER(1200)) clk_1_ms (
        .clk_in(clk), 
        .clk_out(pwm_clk)
    );
    i2c_slave_module i2c_slave (
        .clk(scl), 
        .sda(sda)
    );
    pwm_module pwm0 (
        .clk(pwm_clk), 
        .value(value[0]), 
        .out(leds[0])
    );
    pwm_module pwm1 (
        .clk(pwm_clk), 
        .value(value[1]), 
        .out(leds[1])
    );
    pwm_module pwm2 (
        .clk(pwm_clk), 
        .value(value[2]), 
        .out(leds[2])
    );
    pwm_module pwm3 (
        .clk(pwm_clk), 
        .value(value[3]), 
        .out(leds[3])
    );
    pwm_module pwm4 (
        .clk(pwm_clk), 
        .value(value[4]), 
        .out(leds[4])
    );
    pwm_module pwm5 (
        .clk(pwm_clk), 
        .value(value[5]), 
        .out(leds[5])
    );
    pwm_module pwm6 (
        .clk(pwm_clk), 
        .value(value[6]), 
        .out(leds[6])
    );
    pwm_module pwm7 (
        .clk(pwm_clk), 
        .value(value[7]), 
        .out(leds[7])
    );
endmodule
module pwm_module (
    input               clk, 
    input        [7:0]  value, 
    output              out
);
    reg [7:0] counter;
    assign out = counter < value ? 0 : 1;
    initial begin
        counter = 0;
    end
    always @(posedge clk) begin
        counter <= counter + 1;
    end
endmodule
--- design/flow/config.mk ---
export PLATFORM = sky130hd
export DESIGN_NAME = i2cpwm
export DESIGN_NICKNAME = i2cpwm
export VERILOG_FILES = /design/flow/design.v
export SDC_FILE = /design/flow/constraint.sdc
export NUM_CORES = 4
export LEC_CHECK = 1
export CORE_UTILIZATION = 30
==> impl_metrics.yaml <==
# synthesis and place-and-route metrics
floorplan:
  die_h_um: 106
  initial_core_util_pct: 31.2
  die-width_um: 106
  core_mm2: 0.0104
  die-area_mm2: 0.0113
  io_pins: 15
  rows: 37
clock_network:
  clk_latency_ps: 270
  clk_pin_slew_ps: 60
  h-tree-depth: 2
  cts_tree: "built"
  clockBufferDepth: 2
  hold_buffers: 0
  cts_resized: 0
  clockRootBuffer: "clkbuf_8"
  cts_setup_buffers: 0
  cts_buffers: 5
worst_setup_path:
  rr_endpoint: "clk_1_ms.counter[6]$_SDFF_PP0_"
  crit_chain: "a21o_1 > a211o_1 > a2111o_1 > nor2_1"
  max_stage_delay_ps: 580
  end_kind: "register"
  slowest_stage: "a2111o_1"
  r2r-start: "clk_1_ms.counter[5]$_SDFF_PP0_"
  cp_top_family: "AND-OR/OR-AND gates"
  arrival_ps: 1840
  start_kind: "register"
  crit_buf_inv: 0
  reg2regPathDepth: 4
  cp_max_fo: 10
  startpoint: "clk_1_ms.counter[5]$_SDFF_PP0_"
  cp.required_ps: 4800
  setup.worst_path.class: "register to register"
  reg2reg_slack_ps: 2960
layout:
  area_delta_synth_final_pct: 10.7
  combGateArea_mm2: 0.00130
  lay_top_count: "dfxtp_1"
  n_fill_cell: 1025
  flop_area_mm2: 0.00192
  layout_top_cells: "dfxtp_1 (96), xnor2_1 (34), nand3_1 (25), xor2_1 (22), conb_1 (22)"
  drive_above_1_share_pct: 4.02
yosys:
  top_area_cell: "dfxtp_1"
  yosys_warnings: 13
  ys_cells: 296
  netlist_area_mm2: 0.00325
  top_cell_area_share_pct: 59.1
  synth_flops: 96
  topCellsByArea: "dfxtp_1 (59%), xnor2_1 (9.2%), xor2_1 (5.9%)"
  syn_avg_cell_area_um2: 11.0
  ys_area_mm2: 0.00325
  ys_seq_share_pct: 59.1
  synth_top_flop_cell: "dfxtp_1"
  ys_types: 32
  edf_count: 0
  async_flop_share_pct: 0
  synth_cells: 296
power:
  power.net_switching_w: 0.0000889
  p_clk_share_pct: 39.0
  p_seq_share_pct: 60.4
  power_density_mw_per_mm2: 133
  comb_power_share_pct: 0.6
  p_leak_nw: 1.55
  intPower_w: 0.000390
  irDropWorstVdd_mv: 0.220
  finalPower_w: 0.000479
  p_sw_share_pct: 18.6
grt:
  grt_max_degree: 65
  grt_usage_pct: 6.96
  grt_pass1_wl_um: 6600
  antenna_found_initial: 0
  grt_pass1_vias: 1625
  overflow: 0
place:
  dp_hpwl_um: 2630
  place_ws_ps: 2990
  io_buffer_count: 8
  place_congestion: 0.767
detailed_routing:
  num_antenna_cells: 0
  drtIter0Drc: 46
  drt_wl_total_um: 3550
  avgRoutedWirePerCell_um: 7.73
  viasPerCell: 3.90
  vias: 1792
  firstDrtPassIters: 4
  ant_nets: 0
  drc_errors: 0
timing:
  hold_ws_ps: 461
  layout_setup_ws_ps: 2960
  max_freq_mhz: 611
  relSlewSlack_pct: 66.2
  tns_ps: 0
  hold_violations: 0
  finalSetupViolCount: 0
  untimed_endpoints: 74
  rsz0062_at_grt: "false"
  tightestPinTransition_ps: 507
  fin_crit_ps: 1640
  drv_slew: 0
  period_used_pct: 35.6
  unclocked_pins: 64
  clock-skew-final_ps: 5.12
worst_hold_path:
  whs_path_depth: 1
  holdPathEnd: "clk_1_ms.counter[0]$_SDFF_PP0_"
  hold_start: "clk_1_ms.counter[0]$_SDFF_PP0_"
  hp-class: "register to register"
status:
  status: "complete, no violations"
run:
  log.warning_count: 31
  drv_cap: 0
-- cells in the mapped netlist (3+ instances only) --
master and count:
nand3_1 25, buf_4 9, nand4_1 5, o21ai_0 3
xnor2_1 34, dfxtp_1 96, nor2_1 19, nor4_1 4
and3_1 8, ha_1 10, and4_1 3, or2_2 3
nand2_1 21, nor3_1 4, inv_1 11, xor2_1 22
-- power groups by stage --
stage	sequential (W)	combinational, W	clock, W
6_report	0.000289	0.00000276	0.000187
5_1_grt	0.000290	0.00000406	0.000204
4_1_cts	0.000290	0.00000290	0.000196
-- cell type report --
cell class,count,share of cell area [%]
Tap cell,136,4.72
Timing Repair Buffer,9,2.43
Multi-Input combinational cell,200,36.2
Clock buffer,6,2.01
Clock inverter,1,0.139
Sequential cell,96,53.4
Inverter,11,1.15
-- worst max path at each step --
stage         depth (start not counted)                             end  slack (ps)
CTS                                   4  clk_1_ms.counter[6]$_SDFF_PP0_        2970
global route                          4  clk_1_ms.counter[2]$_SDFF_PP0_        2890
finish                                4  clk_1_ms.counter[6]$_SDFF_PP0_        2960
-- layer usage --
metal,up-vias,wire length [um],track usage (%)
met5,-,0,0
met4,0,0,0.496
met3,0,87,0.876
met2,18,1430,10.8
met1,769,2030,11.1
li1,1005,-,-
-- sequential cells by signal (all words and copies together) (netlist names) --
name	cells
clk_1_ms.counter	32
pwm0.counter	8
pwm1.counter	8
pwm2.counter	8
pwm3.counter	8
pwm4.counter	8
pwm5.counter	8
pwm6.counter	8
pwm7.counter	8
-- cell families (layout without fill, tap and decap cells) --
| family | after synthesis | after routing | share of synthesized area, % |
|---|---|---|---|
| other | 1 | 22 | 0.115 |
| AND-OR/OR-AND | 12 | 12 | 2.81 |
| flip-flops | 96 | 96 | 59.1 |
| buffers and inverters | 21 | 27 | 3.69 |
| AND/OR/NAND/NOR | 100 | 100 | 15.4 |
| adder cells (fa/ha/maj) | 10 | 10 | 3.84 |
| XOR/XNOR | 56 | 56 | 15.1 |
-- metrics by stage --
stage / area, um2 / cells / utilization (%)
final: 3600 / 459 / 34.6
after global placement: 3520 / 452 / 33.8
after CTS: 3600 / 459 / 34.6
after detailed placement: 3520 / 452 / 33.8
after floorplan: 3330 / 317 / -
after global routing: 3600 / 459 / 34.6
Power is estimated from default activity; no workload was simulated.
